==> flow/design.v <==
module ConditionCheck(
    input [3:0] cond,
    input [3:0] status_bits,  
    output reg condition_met
);
    wire N, Z, C, V;
    assign N = status_bits[3];
    assign Z = status_bits[2];
    assign C = status_bits[1];
    assign V = status_bits[0];
    always @(*) begin
        case(cond)
            4'b0000: condition_met = Z;                  
            4'b0001: condition_met = ~Z;                 
            4'b0010: condition_met = C;                  
            4'b0011: condition_met = ~C;                 
            4'b0100: condition_met = N;                  
            4'b0101: condition_met = ~N;                 
            4'b0110: condition_met = V;                  
            4'b0111: condition_met = ~V;                 
            4'b1000: condition_met = C & ~Z;             
            4'b1001: condition_met = ~C | Z;             
            4'b1010: condition_met = N == V;             
            4'b1011: condition_met = N != V;             
            4'b1100: condition_met = ~Z & (N == V);      
            4'b1101: condition_met = Z | (N != V);       
            4'b1110: condition_met = 1'b1;               
            default: condition_met = 1'b0;               
        endcase
    end
endmodule
module ControlUnit(
    input [1:0] mode,
    input [3:0] opcode,
    input S_in,
    output reg [3:0] exe_cmd,
    output reg mem_read, mem_write,
    output reg wb_enable, branch_taken,
    output reg status_update
);
    always @(*) begin
        exe_cmd = 4'b0000;
        mem_read = 1'b0;
        mem_write = 1'b0;
        wb_enable = 1'b0;
        branch_taken = 1'b0;
        status_update = 1'b0;
        case(mode)
            2'b00: begin
                case(opcode)
                    4'b1101: begin  
                        exe_cmd = 4'b0001;
                        wb_enable = 1'b1;
                        status_update = S_in;
                    end
                    4'b1111: begin  
                        exe_cmd = 4'b1001;
                        wb_enable = 1'b1;
                        status_update = S_in;
                    end
                    4'b0100: begin  
                        exe_cmd = 4'b0010;
                        wb_enable = 1'b1;
                        status_update = S_in;
                    end
                    4'b0101: begin  
                        exe_cmd = 4'b0011;
                        wb_enable = 1'b1;
                        status_update = S_in;
                    end
                    4'b0010: begin  
                        exe_cmd = 4'b0100;
                        wb_enable = 1'b1;
                        status_update = S_in;
                    end
                    4'b0110: begin  
                        exe_cmd = 4'b0101;
                        wb_enable = 1'b1;
                        status_update = S_in;
                    end
                    4'b0000: begin  
                        exe_cmd = 4'b0110;
                        wb_enable = 1'b1;
                        status_update = S_in;
                    end
                    4'b1100: begin  
                        exe_cmd = 4'b0111;
                        wb_enable = 1'b1;
                        status_update = S_in;
                    end
                    4'b0001: begin  
                        exe_cmd = 4'b1000;
                        wb_enable = 1'b1;
                        status_update = S_in;
                    end
                    4'b1010: begin  
                        exe_cmd = 4'b0100;  
                        status_update = 1'b1;  
                    end
                    4'b1000: begin  
                        exe_cmd = 4'b0110;  
                        status_update = 1'b1;  
                    end
                endcase
            end
            2'b01: begin
                exe_cmd = 4'b0010;  
                if (S_in) begin  
                    mem_read = 1'b1;
                    wb_enable = 1'b1;
                end else begin  
                    mem_write = 1'b1;
                end
            end
            2'b10: begin
                branch_taken = 1'b1;
            end
        endcase
    end
endmodule
module ID_stage(
    input clk, rst,
    input [31:0] pc_in,
    input [31:0] instruction,
    input [31:0] wb_value,
    input [3:0] wb_dest,
    input wb_en,
    input [3:0] status_bits,
    output [31:0] pc_out,
    output [31:0] val_rn, val_rm,
    output [3:0] exe_cmd,
    output mem_read, mem_write,
    output wb_enable,
    output branch_taken,
    output status_update,
    output [3:0] dest_reg,
    output [11:0] shift_operand,
    output [23:0] signed_imm_24,
    output imm,
    output two_src,               
    output [3:0] src1, src2       
);
    wire [3:0] rn, rm, rd;
    wire [1:0] mode;
    wire [3:0] opcode;
    wire S;
    wire [3:0] cond;
    wire [3:0] control_exe_cmd;
    wire control_mem_read, control_mem_write;
    wire control_wb_enable, control_branch_taken;
    wire control_status_update;
    wire condition_met;
    assign cond = instruction[31:28];
    assign mode = instruction[27:26];
    assign imm = instruction[25];
    assign opcode = instruction[24:21];
    assign S = instruction[20];
    assign rn = instruction[19:16];
    assign rd = instruction[15:12];
    assign rm = (control_mem_write) ? rd : instruction[3:0];  
    assign shift_operand = instruction[11:0];
    assign signed_imm_24 = instruction[23:0];
    ControlUnit control_unit(
        .mode(mode),
        .opcode(opcode),
        .S_in(S),
        .exe_cmd(control_exe_cmd),
        .mem_read(control_mem_read),
        .mem_write(control_mem_write),
        .wb_enable(control_wb_enable),
        .branch_taken(control_branch_taken),
        .status_update(control_status_update)
    );
    ConditionCheck cond_check(
        .cond(cond),
        .status_bits(status_bits),
        .condition_met(condition_met)
    );
    RegisterFile reg_file(
        .clk(clk),
        .rst(rst),
        .src1(rn),
        .src2(rm),
        .dest(wb_dest),
        .write_val(wb_value),
        .write_en(wb_en),
        .reg1(val_rn),
        .reg2(val_rm)
    );
    assign exe_cmd = condition_met ? control_exe_cmd : 4'b0;
    assign mem_read = condition_met ? control_mem_read : 1'b0;
    assign mem_write = condition_met ? control_mem_write : 1'b0;
    assign wb_enable = condition_met ? control_wb_enable : 1'b0;
    assign branch_taken = condition_met ? control_branch_taken : 1'b0;
    assign status_update = condition_met ? control_status_update : 1'b0;
    assign dest_reg = rd;
    assign pc_out = pc_in;
    assign src1 = rn;
    assign src2 = rm;
    assign two_src = (mode == 2'b00 && opcode != 4'b1101 && opcode != 4'b1111) ||  
                     (mode == 2'b01 && ~S);  
endmodule
module RegisterFile(
    input clk, rst,
    input [3:0] src1, src2, dest,
    input [31:0] write_val,
    input write_en,
    output [31:0] reg1, reg2
);
    reg [31:0] registers [0:14];
    integer i;
    assign reg1 = (src1 == 0) ? 32'b0 : registers[src1];
    assign reg2 = (src2 == 0) ? 32'b0 : registers[src2];
    always @(negedge clk or posedge rst) begin
        if (rst) begin
            for (i = 0; i < 15; i = i + 1) begin
                registers[i] <= i;
            end
        end else if (write_en && dest != 0) begin
            registers[dest] <= write_val;
        end
    end
endmodule
==> flow/run.sh <==
#!/bin/bash
# OpenROAD 26Q1-2900-gdf79404cd8, Yosys 0.63+post, stock flow scripts
make -C /OpenROAD-flow-scripts/flow DESIGN_CONFIG=/design/flow/config.mk WORK_HOME=/design/flow/orfs finish
==> flow/config.mk <==
export PLATFORM = sky130hd
export DESIGN_NAME = ID_stage
export DESIGN_NICKNAME = ID_stage
export VERILOG_FILES = /design/flow/design.v
export SDC_FILE = /design/flow/constraint.sdc
export NUM_CORES = 4
export LEC_CHECK = 1
export CORE_UTILIZATION = 30
==> flow/constraint.sdc <==
current_design ID_stage

set clk_period 9.4
set clk_io_pct 0.2

create_clock -name clk0 -period $clk_period [get_ports {clk}]

set non_clock_inputs [all_inputs -no_clocks]
set_input_delay [expr $clk_period * $clk_io_pct] -clock clk0 $non_clock_inputs
set_output_delay [expr $clk_period * $clk_io_pct] -clock clk0 [all_outputs]
==> results.toml <==
# implementation run metrics
[run_status]
run_status = "finished clean"

[clock_network]
htree_levels = 2
cts_tree = "yes"
clock.latency.late_pin_ps = 590
cts_sinks = 448
cts_hold_buffers = 0
post_cts_resize_count = 0
cts_post_setup_buffers_inserted = 0
cts.reportedPaths.clkPinSlew_ps = 40
cts.root.buffer_cell = "sky130_fd_sc_hd__clkbuf_16"
clock_tree.buffer_depth = 3
cts_bufs_inserted = 51

[synthesis]
yosys.area.top_type = "sky130_fd_sc_hd__dfrtn_1"
edf_count = 0
ys.warnings.count = 4
syn_area_um2 = 24900
synth_cell_types = 69
synth_seq_share = 0.451
synthesis.instances = 2233
synthFlopType = "sky130_fd_sc_hd__dfrtn_1"
synth.area.top_cells = "sky130_fd_sc_hd__dfrtn_1 42%, sky130_fd_sc_hd__mux2_2 21%, sky130_fd_sc_hd__a22oi_1 6.1%"
ys_seq_elements = 448
yosysChipArea_um2 = 24900
synthArstFlopShare = 1.00
synth.top_cell.area_share = 0.422
yosysCellCount = 2233
syn_avg_cell_area_um2 = 11.2

[detailed_routing]
detail_route.drc_violations = 0
route.detailed.wl_per_inst_um = 30.6
detail_route.vias_per_cell = 6.21
drt.antenna.violating_nets = 0
drt_pre_antenna_iters = 8
detail_route.iter0.violations = 2425
detail_route.wirelength_um = 105000
route.vias.total = 21197

[sta]
worst_slack_ps = 226
finalMaxSlewViolations = 0
setup_repair_after_global_routing_missed_its_margin = "no"
finClkSkew_ps = 0
worst_pin_slew_ps = 1050
timing.setup.tns_ps = 0
max-slew-margin-rel = 0.299
finalSetupViolations = 0
hold_viol_final = 0
finalHoldWorstSlack_ps = 469

[worst_setup_path]
reg2reg_setup_slack_ps = 8550
cp_data_required_time_ps = 7520
worstReg2RegEnd = "reg_file.registers[11][8]"
critical_path_peak_fanout = 3
start_kind = "register"
worstSetupEndpointType = "output pin"
worst-endpoint-arrival_ps = 7290
criticalPathCategory = "register to output pin"
critical_path.reg2reg.startpoint = "reg_file.registers[11][8]"
worstRegToRegCells = 1

[placement]
placement.setup.worst_slack_ps = 524
gp_congestion = 0.962
placed_cell_area_um2 = 27700
port-buffer-count = 171
hpwlAfterDp_um = 62400
placed_cells = 3298

[cells_and_area]
area.combinational_um2 = 12400
lay_top_cells = "468 x sky130_fd_sc_hd__mux2_2, 420 x sky130_fd_sc_hd__dfrtn_1, 203 x sky130_fd_sc_hd__a22oi_1"
flop_area_um2 = 11200
post_route_cells_drive_above_1_share = 0.317
max_flop_register = "reg_file.registers"
fin_area_um2 = 29300
final_cells = 3416
flow.area_growth_from_synthesis_pct = 17.7
layout_top_cell = "sky130_fd_sc_hd__mux2_2"
largestRegisters = "reg_file.registers: 448 flops"
largest_register_ffs = 448
fillerInstances = 7725
final_util = 0.357

[global_routing]
initial_antenna_violation_count = 5
first_global_vias = 21024
grt_overflow = 0
grt_pass1_wl_um = 150000
track_usage = 0.250
grt_max_degree = 110

[die]
floorplanUtilization = 0.304
floorplan.io_pins = 262
dieHeight_um = 290
floorplan.die.width_um = 290
fp-row-count = 105
placeableCoreArea_um2 = 82100
die_area_um2 = 84200

[power_and_ir_drop]
total_power_density_per_cell_area_nw_per_um2 = 206
power_leakage_nw = 11.7
total_power_mw = 6.06
power.ir.vdd_worst_mv = 0.137

[hold_path]
min-delay-path-class = "register to register"
hp-start = "reg_file.registers[1][31]"
worstHoldPathCells = 1
timing.hold.worst_endpoint = "reg_file.registers[1][31]"

[run]
max_cap_violations = 0
warnings = 57
## Yosys cell counts (11+ instances only)
cell type                  instances
sky130_fd_sc_hd__nand2_1          95
sky130_fd_sc_hd__nand2b_1         22
sky130_fd_sc_hd__a22o_1           27
sky130_fd_sc_hd__nor2_1           95
sky130_fd_sc_hd__buf_1            25
sky130_fd_sc_hd__a221oi_1         26
sky130_fd_sc_hd__nor3b_1          11
sky130_fd_sc_hd__mux2_2          468
sky130_fd_sc_hd__nand3_1          41
sky130_fd_sc_hd__a211oi_1         11
sky130_fd_sc_hd__buf_4            79
sky130_fd_sc_hd__clkbuf_1        142
sky130_fd_sc_hd__nand4_1          28
sky130_fd_sc_hd__a21oi_1          66
sky130_fd_sc_hd__a31oi_1          25
sky130_fd_sc_hd__o21ai_0          55
sky130_fd_sc_hd__a22oi_1         203
sky130_fd_sc_hd__dfstp_2          28
sky130_fd_sc_hd__mux2i_1          46
sky130_fd_sc_hd__a222oi_1         35
sky130_fd_sc_hd__o221a_2          13
sky130_fd_sc_hd__o22ai_1          21
sky130_fd_sc_hd__inv_1            17
sky130_fd_sc_hd__a32oi_1          16
sky130_fd_sc_hd__nor2b_1          17
sky130_fd_sc_hd__buf_2            23
sky130_fd_sc_hd__dfrtn_1         420
sky130_fd_sc_hd__nor3_1           28
## critical path, stage by stage, from the launching register on
cell and delay [ps]:
sky130_fd_sc_hd__dfstp_2 550, sky130_fd_sc_hd__a22oi_1 70, sky130_fd_sc_hd__o32ai_1 260, sky130_fd_sc_hd__nor3_1 80, sky130_fd_sc_hd__a21oi_1 410, sky130_fd_sc_hd__clkdlybuf4s50_1 580
## layout make-up
cell class                      instances  share of cell area
Multi-Input combinational cell       1491               0.422
Sequential cell                       448               0.383
Timing Repair Buffer                  272              0.0901
Clock buffer                           74              0.0488
Tap cell                             1070              0.0456
Clock inverter                         43             0.00810
Inverter                               16             0.00217
Antenna cell                            2            0.000171
## metal layers
metal	track usage	vias up	share of wire
li1	-	8660	-
met1	0.316	10513	0.36
met5	0.00851	-	0.0012
met2	0.360	1595	0.43
met3	0.129	423	0.15
met4	0.109	6	0.059
## power breakdown
part | internal [mW] | total (mW) | switching (mW)
combinational | 0.688 | 1.27 | 0.587
sequential | 2.44 | 2.83 | 0.381
clock | 1.12 | 1.96 | 0.838
## logic make-up (layout without fill, tap and decap cells)
logic type / Yosys count / count (layout) / synth area share
AND-OR/OR-AND: 567 / 567 / 0.170
XOR/XNOR: 3 / 3 / 0.00105
buffers and inverters: 294 / 405 / 0.0601
flip-flops: 448 / 448 / 0.451
multiplexers: 524 / 524 / 0.236
other: 0 / 2 / 0
AND/OR/NAND/NOR: 397 / 397 / 0.0815
## worst max path at each step
stage         cells after the start                      start        end
finish                            5  reg_file.registers[12][3]  val_rn[3]
CTS                               5  reg_file.registers[10][3]  val_rm[3]
global route                      7   reg_file.registers[4][9]  val_rn[9]
Power figures rest on the tool's default switching activity, not on a simulated workload.
