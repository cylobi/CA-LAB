--- ./config.mk ---
export PLATFORM = sky130hd
export DESIGN_NAME = ALU
export DESIGN_NICKNAME = ALU
export VERILOG_FILES = /design/flow/design.v
export SDC_FILE = /design/flow/constraint.sdc
export NUM_CORES = 4
export LEC_CHECK = 1
export CORE_UTILIZATION = 50
--- ./constraint.sdc ---
current_design ALU

set clk_period 16.7
set clk_io_pct 0.2

create_clock -name clk0 -period $clk_period

set non_clock_inputs [all_inputs -no_clocks]
set_input_delay [expr $clk_period * $clk_io_pct] -clock clk0 $non_clock_inputs
set_output_delay [expr $clk_period * $clk_io_pct] -clock clk0 [all_outputs]
--- ./design.v ---
module ALU(
    input [31:0] in1, in2,
    input C_in,   
    input [3:0] exe_cmd,
    output reg [31:0] result,
    output reg [3:0] status  
);
    always @(*) begin
        status[3] = 1'b0;  
        status[2] = 1'b0;  
        status[1] = 1'b0;  
        status[0] = 1'b0;  
        case(exe_cmd)
            4'b0001: begin  
                result = in2;
            end
            4'b1001: begin  
                result = ~in2;
            end
            4'b0010: begin  
                {status[1], result} = in1 + in2;
                status[0] = (in1[31] == in2[31] && result[31] != in1[31]);  
            end
            4'b0011: begin  
                {status[1], result} = in1 + in2 + C_in;
                status[0] = (in1[31] == in2[31] && result[31] != in1[31]);  
            end
            4'b0100: begin  
                result = in1 - in2;
                status[1] = (in1 >= in2);  
                status[0] = (in1[31] != in2[31] && result[31] != in1[31]);  
            end
            4'b0101: begin  
                result = in1 - in2 - (C_in ? 0 : 1);
                status[1] = (in1 >= in2) && (C_in || in1 > in2);  
                status[0] = (in1[31] != in2[31] && result[31] != in1[31]);  
            end
            4'b0110: begin  
                result = in1 & in2;
            end
            4'b0111: begin  
                result = in1 | in2;
            end
            4'b1000: begin  
                result = in1 ^ in2;
            end
            default: begin
                result = 32'b0;
            end
        endcase
        status[3] = result[31];
        status[2] = (result == 32'b0);
    end
endmodule
--- ./run.sh ---
#!/bin/bash
# OpenROAD 26Q1-2900-gdf79404cd8, Yosys 0.63+post, stock flow scripts
make -C /OpenROAD-flow-scripts/flow DESIGN_CONFIG=/design/flow/config.mk WORK_HOME=/design/flow/orfs finish
==> impl_metrics.py <==
# Synthesis and PnR figures
metrics = {
    "power": {
        "ir_drop_v": 0.0000175,
        "cellLeakagePower_nw": 3.86,
        "power.density_mw_per_mm2": 40.3,
    },
    "route": {
        "firstDrtPassIters": 5,
        "diodes": 0,
        "vias_per_cell": 6.41,
        "wl_mm": 32.3,
        "postRouteAntennaNets": 0,
        "drt-wirelength-per-cell_microns": 20.9,
        "drtIter0Drc": 991,
        "num_vias": 9915,
        "drc": 0,
    },
    "setup_path": {
        "start_kind": "primary input",
        "crit_type": "in -> out",
        "critPathMaxFanout": 6,
        "critPathMaxStageDelay_ns": 0.63,
        "critPathRequiredTime_ns": 13.36,
        "cp.arrival_ns": 9.31,
        "crit_chain": "clkdlybuf4s50_1 -> inv_1 -> ha_1 -> fa_1 -> or2_1 -> a2111oi_1 -> o21ai_0 -> a211oi_2 -> nand4b_1 -> nor4_2 -> nand4_2 -> nor3_2 -> nand2_1 -> xor2_1 -> a221o_1 -> nand4b_1 -> nor4_2 -> clkdlybuf4s50_1",
        "end_kind": "primary output",
        "cp_top_family": "simple AND/OR/NAND/NOR gates",
        "cp_slowest_cell": "a2111oi_1",
        "cp_num_buf_inv": 3,
    },
    "logic_synthesis": {
        "avgSynthCellArea_sq_um": 6.50,
        "simple_gate_share_pct": 29.4,
        "yosys_area_sq_mm": 0.00824,
        "synth_cell_types": 88,
        "netlist_instances": 1268,
        "topCombFamilyByArea": "AND-OR/OR-AND gates",
        "top_cells_by_count": "123 x nor2_1, 108 x nand2_1, 102 x ha_1, 102 x inv_1, 88 x a21oi_1",
        "yosys-top-cells-area": "ha_1 15%, xnor2_1 8.2%, nor2_1 5.6%",
        "fa_ha_area_share_pct": 16.0,
        "xor_share_pct": 11.1,
        "syn_area_sq_mm": 0.00824,
        "mux_area_share_pct": 0.759,
        "top_area_share_pct": 15.5,
        "synthAoiAreaFrac_pct": 34.8,
        "yosysSeqAreaShare_pct": 0,
        "yosys.area.top_type": "ha_1",
        "yosysWarningCount": 1,
        "top_cell": "nor2_1",
        "ys_cells": 1268,
    },
    "cts": {
        "cts_resized": 0,
        "post_cts_buffers": 0,
        "ctsHoldBuffers": 0,
    },
    "run_status": {
        "status": "finished clean",
    },
    "job": {
        "max_cap_violations": 0,
        "stage_log_warnings": 99,
    },
    "final_timing": {
        "hold_viol_final": 0,
        "relSlewSlack_pct": 44.1,
        "rsz0062_at_grt": "false",
        "period_used_pct": 75.7,
        "max_slew.worst_pin.slew_ns": 0.828,
        "whs_ns": 7.88,
        "drv_slew": 0,
        "fmax_mhz": 79.1,
        "period_needed_ns": 12.65,
        "setup-violations-final": 0,
        "setup_tns_ns": 0,
    },
    "cells_and_area": {
        "seq_area_sq_um": 0,
        "finalInstanceArea_sq_mm": 0.00948,
        "flops": 0,
        "area_growth_pct": 15.0,
        "final_core_util_pct": 59.2,
        "clock_buffers": 0,
        "fill_cells": 1567,
        "drive_gt1_share_pct": 3.83,
        "mi_logic_area_sq_mm": 0.00759,
    },
    "min_path": {
        "hold_class": "in -> out",
    },
    "floorplan": {
        "pin_count": 105,
        "rows": 46,
        "die_w_microns": 130,
        "core_sq_mm": 0.0160,
        "core_util_floorplan_pct": 51.5,
        "die_area_sq_mm": 0.0170,
        "die_h_microns": 130,
    },
    "global_route": {
        "grt_usage_pct": 38.0,
        "grt_pass1_wl_mm": 48.5,
        "grt_pass1_vias": 8670,
        "antenna_found_initial": 0,
        "grt_start_max_net_pins": 61,
        "overflow": 0,
    },
    "placed_design": {
        "dpl_cell_area_sq_mm": 0.00948,
        "hpwlAfterDp_mm": 25.9,
        "gp_congestion": 1.02,
        "io_buffers": 105,
    },
}
-- layout make-up --
cell class | count | area share [%]
inverters | 107 | 4.24
multi-input cells | 1097 | 80.1
well taps | 216 | 2.85
repair buffers | 127 | 12.8
-- power breakdown --
part | total, mW | switching (mW) | internal (mW)
logic | 0.382 | 0.231 | 0.151
clock network | 0 | 0 | 0
registers | 0 | 0 | 0
total | 0.382 | 0.231 | 0.151
-- worst min-delay path: cells and delay by family --
family / cells / cell delay (ns)
AND/OR/NAND/NOR: 1 / 0.13
buffers and inverters: 3 / 0.87
AND-OR/OR-AND: 2 / 0.18
-- per-layer routing --
layer	vias to the layer above	track usage, %	share of wire [%]
li1	4849	-	-
met1	4479	54.3	44
met2	519	58.2	43
met3	68	6.18	10
met4	0	11.9	3.4
met5	-	0	0
-- kinds of logic (layout without fill, tap and decap cells) --
logic type | Yosys count | after routing
AND-OR/OR-AND | 408 | 408
XOR/XNOR | 104 | 104
adder cells (fa/ha/maj) | 104 | 104
buffers and inverters | 171 | 234
multiplexers | 6 | 6
AND/OR/NAND/NOR | 475 | 475
-- path summary, 6_finish.rpt --
kind | slack (ns) | to | start | cells after the start
max | 4.05 | status[2] | in1[0] | 18
min | 7.88 | result[2] | exe_cmd[0] | 6
-- layout by cell type, fill, tap and decap left out, drive strengths merged, types with 26 or more instances in the layout --
master         instances
o21ai                 66
ha                   102
a21oi                 88
o211ai                27
xnor2                 77
nor2                 123
clkdlybuf4s50        104
nand3                 39
nor3                  48
nand2                108
inv                  104
xor2                  27
a221oi                26
-- per-stage QoR --
stage,cells,setup WS (ns),power (mW)
2_1_floorplan,1268,5.99,0.248
3_3_place_gp,1547,4.19,0.373
3_5_place_dp,1547,4.20,0.372
4_1_cts,1547,4.18,0.374
5_1_grt,1547,3.73,0.413
6_report,1547,4.05,0.382
Power figures rest on the tool's default switching activity, not on a simulated workload.
