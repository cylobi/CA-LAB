==> ./design.v <==
module IF_stage(
    input clk, rst,
    input branchTaken, freeze,
    input [31:0] instructionin,
    input [31:0] branchAddress, 
    output [31:0] pc,
    output [31:0] instruction,
    output [31:0] pcpipe
);
    wire [31:0] pcRegIn, pcRegOut, pcAdderOut, IFRegout, instructionout;
    Mux2To1 #(32) pcMux(
        .a0(pcAdderOut),
        .a1(branchAddress),
        .sel(branchTaken),
        .out(pcRegIn)
    );
    Register #(32) PCReg(
        .clk(clk),
        .rst(rst),
        .in1(pcRegIn),
        .in2(),
        .ld(~freeze),
        .clr(1'b0),
        .out1(pcRegOut),
        .out2()
    );
    Adder #(32) PCAdder(
        .a(pcRegOut),
        .b(32'd1),
        .out(pcAdderOut)
    );
     assign pc = pcRegOut;
     assign pcpipe = pcAdderOut;
     assign instruction = instructionin;
endmodule
module Adder #(
    parameter N = 32
)(
    input [N-1:0] a, b,
    output [N-1:0] out
);
    assign out = a + b;
endmodule
module Mux2To1 #(
    parameter N = 32
)(
    input [N-1:0] a0, a1,
    input sel,
    output [N-1:0] out
);
    assign out = sel ? a1 : a0;
endmodule
module Register #(
    parameter N = 32
)(
    input clk, rst,
    input [N-1:0] in1,
    input [N-1:0] in2,
    input ld, clr,
    output reg [N-1:0] out1,
    output reg [N-1:0] out2
);
    always @(posedge clk or posedge rst) begin
        if (rst) begin
            out1 <= {N{1'b0}};
            out2 <= {N{1'b0}};
        end
        else if (clr) begin
            out1 <= {N{1'b0}};
            out2 <= {N{1'b0}};
        end
        else if (ld) begin
            out1 <= in1;
            out2 <= in2;
        end
    end
endmodule
==> ./run.sh <==
#!/bin/bash
# OpenROAD 26Q1-2900-gdf79404cd8, Yosys 0.63+post, stock flow scripts
make -C /OpenROAD-flow-scripts/flow DESIGN_CONFIG=/design/flow/config.mk WORK_HOME=/design/flow/orfs finish
==> ./config.mk <==
export PLATFORM = sky130hd
export DESIGN_NAME = IF_stage
export DESIGN_NICKNAME = IF_stage
export VERILOG_FILES = /design/flow/design.v
export SDC_FILE = /design/flow/constraint.sdc
export NUM_CORES = 4
export LEC_CHECK = 1
export CORE_UTILIZATION = 40
==> ./constraint.sdc <==
current_design IF_stage

set clk_period 9.8
set clk_io_pct 0.2

create_clock -name clk0 -period $clk_period [get_ports {clk}]

set non_clock_inputs [all_inputs -no_clocks]
set_input_delay [expr $clk_period * $clk_io_pct] -clock clk0 $non_clock_inputs
set_output_delay [expr $clk_period * $clk_io_pct] -clock clk0 [all_outputs]
==> results.ini <==
[run_status]
status=completed

[routing]
viasPerCell=5.574
drt_iter0_drc=167
firstDrtPassIters=6
routed_wl_um=7572
final_antenna_net_count=0
drc=0
routedWlPerCell_um=16.79
vias=2514
diodes=0

[power]
powerDensity_nw_per_um2=132.2
report.power.total_uw=459.3
p_clk_share_pct=23.8
vdd_ir_drop_max_uv=58.61
pwr-share-seq_pct=42.1
p_int_uw=318.1
p_leak_uw=0.001307
switching_share_pct=30.75
pwr-share-comb_pct=34.2
switching_power_uw=141.2

[floorplan]
fp_util_pct=41.32
rows=29
dieArea_um2=6849
io_pins=164
core_area_um2=6314
die_height_um=82.76
fp.dieW_um=82.76

[yosys]
avgSynthCellArea_um2=8.178
yosysUniqueCellTypes=48
synth-seq-cells=32
synthFlopType=dfrtp_1
synth_warnings=1
edf_count=0
ys_cells=319
ys_area_um2=2609
netlist_area_um2=2609
netlist_instances=319
async_flop_share_pct=100.0
synth_seq_share_pct=30.70

[finish]
largest_register_ffs=32
layout.cells.non_filler=451
largest-register=PCReg.out1
fillers=604
layout-drive-gt1-share_pct=5.080
lay_top_count=clkdlybuf4s50_1
finalInstanceArea_um2=3473
logic_area_um2=1431
area_delta_synth_final_pct=33.14
seq_area_um2=800.8
lay_top_cells=99 x clkdlybuf4s50_1, 32 x dfrtp_1, 29 x nand3_1
top_regs=PCReg.out1 x32

[clocking]
clkLatencyLatePin_ns=0.29
cts_buffers=5
path_clk_slew_ns=0.07
clkSinkCount=32
cts_tree=built
ctsResizeCount=0
cts_max_path_buffers=2
cts_post_setup_buffers_inserted=0
htree_levels=2
cts_hold_buf=0
clockRootBuffer=clkbuf_8

[global_routing]
grt_use_total_pct=23.21
grt-ovfl-total=0
grt_pass1_wl_um=11680
grt_max_degree=45
first_global_vias=2271
antenna_found_initial=0

[placed_design]
preCtsSetupSlack_ns=5.177
place_hpwl_um=5287
gp_congestion=0.8553
place_area_um2=3383
io_buffers=99
dp.cells=443

[final_timing]
fmax_ghz=0.2030
fin_tns_setup_ns=0
period_minus_slack_ns=4.925
skew_ns=0.006864
finalClockPeriodUsage_pct=50.26
slew_headroom_pct=53.63
rsz0062_at_grt=no
hold_viol_final=0
final-max-slew-violation-count=0
worst_slack_ns=4.875
tightest_slew_ns=0.6898
setup_violations=0

[critical_path]
crit_required_ns=7.84
start_kind=flop
crit_chain=ha_1 -> nand4_1 -> nor4_4 -> nand2_1 -> nor2_1 -> xor2_1 -> clkdlybuf4s50_1
r2r_cells=6
end_kind=output port
slowest_stage=nor4_4
cp_max_fo=8
cp.arrival_ns=2.97
slowest_delay_ns=0.56
crit_type=reg2out

[worst_hold_path]
hp-class=reg2reg
hold_depth=2

[flow_run]
drv_cap=0
tool_warnings=25

[metrics by stage]
stage / utilization [%] / hold slack [ns]
after detailed placement: 53.59 / 0.5979
after floorplan: - / 0.5300
after CTS: 55.01 / 0.6191
after global routing: 55.01 / 0.6533
final: 55.01 / 0.6249
after global placement: 53.59 / 0.5792
[synth_stat cells (2+ instances only)]
cell | number | area share (%)
a21oi_1 | 9 | 1.7
a22oi_1 | 16 | 4.6
a31oi_1 | 4 | 0.96
and3_1 | 3 | 0.72
and4_1 | 2 | 0.67
buf_1 | 3 | 0.43
buf_2 | 2 | 0.38
buf_4 | 33 | 9.5
clkbuf_1 | 16 | 2.3
clkbuf_2 | 2 | 0.38
dfrtp_1 | 32 | 31
inv_1 | 6 | 0.86
mux2i_1 | 5 | 1.9
nand2_1 | 26 | 3.7
nand3_1 | 29 | 5.6
nand4_1 | 12 | 2.9
nor2_1 | 20 | 2.9
nor3_1 | 8 | 1.5
nor4_1 | 2 | 0.48
nor4_2 | 3 | 1.4
o21ai_0 | 18 | 3.5
o22ai_1 | 3 | 0.72
o311ai_0 | 7 | 2.4
o31a_1 | 2 | 0.67
or3_1 | 5 | 1.2
xnor2_1 | 19 | 6.4
xor2_1 | 11 | 3.7
[worst max-delay path, delay by kind of cell, from the launching register on]
kind	cells	cell delay [ns]
xor gates and xnor gates	1	0.17
adders and majority gates	1	0.34
DFF	1	0.47
buffers and inverters	1	0.48
and+or+nand+nor	4	1.24
[power by group through the flow]
stage	clock network, uW	registers [uW]	logic [uW]
after CTS	110	193	159
after global routing	117	198	176
final	109	193	157
[final timing paths]
path / from / to / slack, ns
max in group asynchronous: rst / PCReg.out1[1] / 7.39
worst min-delay path: PCReg.out1[31] / PCReg.out1[31] / 0.62
worst max register to register: PCReg.out1[0] / PCReg.out1[26] / 7.35
worst min register to register: PCReg.out1[31] / PCReg.out1[31] / 0.62
worst max-delay path: PCReg.out1[0] / pcpipe[30] / 4.87
min in group asynchronous: rst / PCReg.out1[7] / 2.08
[logic make-up after synthesis]
group,count (synthesis),share of synthesized area (%)
muxes,5,1.919
adders and majority gates,1,0.4795
buffers and inverters,64,14.44
DFF,32,30.70
and+or+nand+nor,122,25.80
xor gates and xnor gates,30,10.07
AOI/OAI and AO/OA,65,16.60
[cell type report]
type / count / area share (%)
Multi-Input combinational cell: 223 / 41.21
Tap cell: 77 / 2.774
Inverter: 7 / 0.7565
Sequential cell: 32 / 23.05
Timing Repair Buffer: 104 / 29.61
Clock buffer: 8 / 2.594
[layer usage]
metal | part of all wire [%] | global-route usage, %
met5 | 0 | 0
met3 | 6.9 | 4.905
met1 | 47 | 33.94
met2 | 46 | 37.70
met4 | 0.33 | 1.552
Power is estimated from default activity; no workload was simulated.
